**design/flow/design.v**
```verilog
module adder #(parameter WIDTH = 64) (input [WIDTH - 1 : 0] op1, op2, output [WIDTH - 1: 0] out);
    assign out = op1 + op2;
endmodule
```
**design/flow/run.sh**
```bash
#!/bin/bash
# OpenROAD 26Q1-2900-gdf79404cd8, Yosys 0.63+post, stock flow scripts
make -C /OpenROAD-flow-scripts/flow DESIGN_CONFIG=/design/flow/config.mk WORK_HOME=/design/flow/orfs finish
```
**design/flow/config.mk**
```make
export PLATFORM = sky130hd
export DESIGN_NAME = adder
export DESIGN_NICKNAME = adder
export VERILOG_FILES = /design/flow/design.v
export SDC_FILE = /design/flow/constraint.sdc
export NUM_CORES = 4
export LEC_CHECK = 1
export CORE_AREA = 10 10 132 132
export DIE_AREA = 0 0 142 142
```
**design/flow/constraint.sdc**
```tcl
current_design adder

set clk_period 27.6
set clk_io_pct 0.2

create_clock -name clk0 -period $clk_period

set non_clock_inputs [all_inputs -no_clocks]
set_input_delay [expr $clk_period * $clk_io_pct] -clock clk0 $non_clock_inputs
set_output_delay [expr $clk_period * $clk_io_pct] -clock clk0 [all_outputs]
```
==> changes_impl.md <==
### Implementation results

* Syn avg cell area at 6.876 um^2
* Post-route ant nets at 0
* Initial antenna violation count at 0
* Number of OpenROAD warnings at 32
* CP Data Arrival Time at 8.96 ns
* Crit Path Category: in2out
* Placer congestion estimate at slightly above 0.9
* Setup bufs post-CTS at 0
* MI comb area at around 3700 um^2
* Crit path DRT at 22.08 ns
* Critical path's top delay family: AND-OR/OR-AND gates
* Gr ovfl total at 0
* CP startpoint: op1[0]
* Hold/Removal Path Class: in2out
* Init Core Util at a little over a quarter
* Synthesized cell area at 3816 um^2
* Clock buffers at 0
* Max_slew headroom at 63.70%
* Die width at roughly 140 um
* Worst Hold Launch: op2[0]
* I/O Buffers at between 150 and 200
* Vias at about 4,700
* Synth Instances at ~560
* N_diodes at 0
* Power per cell area at between 20 and 30 nW/um^2
* Leakage Power at about 2.4 nW
* Drt drc at 0
* Final hold viol count at 0
* DR pass1 iterations at 5
* Core Area at approximately 15,000 um^2
* Yosys warns at 0
* Die area at around 20,000 um^2
* Layout cells sized above 1 at under 10%
* IR Drop Worst-Case VDD at 0.01208 mV
* Area occupied by registers at 0 um^2
* Finish-stage setup viols at 0
* DP HPWL at roughly 14 mm
* Routed WL at 15.27 mm
* Crit path buffers/inverters at 2
* Initial DRC Count at around 290
* CP Launch Type: input pin
* Max-cap violations at 0
* Max-slew violation count at 0
* Flop count at 0
* Min Tclk post-route at around 14 ns
* Largest net degree at the start of global routing at 12
* Post-layout util at slightly above 40%
* Worst-Margin Slew at approximately 0.54 ns
* Max frequency at 69.08 MHz
* Die height at ~140 um
* Tcrit/Tclk final at 52.45%
* Wire length of the first global-routing pass at around 24 mm
* CP peak stage delay at around 0.5 ns
* Setup_tns at 0 ns
* Seq/Total Area, Yosys at 0%
* Crit-path slowest cell: clkdlybuf4s50_1
* WL/cell at 16.78 um
* Vias per std cell at a little over 5
* Post_cts resized at 0
* # fillers at ~1,500
* Row Count at ~44
* Cell total in the yosys stat output at roughly 560
* I/O Pins at about 190
* RSZ-0062 raised after global routing: no
* Hold_buf cts at 0
* CP max FO at 5
* Area grow syn2layout at 53.57%
* Chip Area, Yosys at approximately 3800 um^2
* Crit path cell chain: clkdlybuf4s50_1, ha_1, fa_1, a21oi_2, nor2_1, nor4_4, nor2_1, a21oi_4, a21oi_1, o32ai_1, o21ai_1, xor2_1, clkdlybuf4s50_1
* Distinct lib cells at between 60 and 70
* Vias in the first global route at ~4,700
* Final instance area at about 5900 um^2
* Status: finished clean
* Critical Path End Type: primary output
* Placed inst area at 5861 um^2
* Total GRT Usage at approximately 14%
[kinds of logic after synthesis]
group,share of synthesized area (%)
AOI/OAI and AO/OA,37.25
xor gates and xnor gates,13.77
adders and majority gates,21.18
buffers and inverters,4.196
and+or+nand+nor,23.61
[area by class of cell]
cell class	count	area share [%]
inverters	14	0.8967
well taps	184	3.928
repair buffers	192	32.79
multi-input cells	520	62.38
[worst paths after layout]
kind | endpoint | slack [ns] | cells past startpoint
max | out[44] | 13.12 | 13
min | out[0] | 12.07 | 3
[per-layer routing]
layer  GRT usage (%)  share of wire (%)  vias to the layer above
li1                -                  -                     2418
met2           23.46                 46                      152
met4          0.2152              0.092                        0
met3           2.846                7.6                        2
met5               0                  0                        -
met1           20.29                 47                     2132
[power by group]
group          internal (mW)  switching [mW]  total (mW)
Clock                      0               0           0
Combinational         0.0883          0.0671       0.155
Sequential                 0               0           0
Total                 0.0883          0.0671       0.155
[cell usage after synthesis (3+ instances only)]
cell	instances	area share, %
xnor2_1	37	8.5
and2_1	3	0.49
nand3b_1	4	0.79
buf_4	3	0.59
o21bai_1	13	2.6
o21ai_1	15	2.0
clkbuf_1	4	0.39
nor3_1	9	1.2
a41oi_1	3	0.69
nand4_1	17	2.8
o211ai_1	4	0.79
buf_2	13	1.7
xor2_1	23	5.3
a21oi_2	4	0.92
and3_1	6	0.98
nor2_1	39	3.8
a31oi_1	6	0.98
nor2b_1	6	0.98
o21a_1	7	1.4
or3_1	3	0.49
nand2_1	52	5.1
inv_1	14	1.4
ha_1	63	21
a21oi_1	75	9.8
o21ai_0	23	3.0
a211oi_1	3	0.59
o21ai_2	4	0.92
nand2b_1	5	0.82
nand3_1	18	2.4
a21o_1	35	6.9
[per-stage QoR]
step | setup WS (ns) | std cells | power [mW] | hold slack, ns
2_1_floorplan | 14.40 | 555 | 0.07480 | 11.11
3_3_place_gp | 13.15 | 910 | 0.1575 | 12.08
3_5_place_dp | 13.12 | 910 | 0.1560 | 12.08
4_1_cts | 13.10 | 910 | 0.1572 | 12.09
5_1_grt | 12.97 | 910 | 0.1711 | 12.11
6_report | 13.12 | 910 | 0.1554 | 12.07
[cells in the final DEF, fill, tap and decap left out, drive strengths merged, types with 5 or more instances in the layout]
cell,synthesis,layout
o21bai,13,13
o21ai,42,42
nand2,54,54
clkdlybuf4s50,0,192
a21o,35,35
nor2,41,41
and3,7,7
xnor2,37,37
o21a,7,7
a31oi,6,6
nand2b,5,5
a21oi,80,80
a21boi,5,5
inv,14,14
nor2b,6,6
xor2,23,23
ha,63,63
nor3,9,9
nand3,19,19
nand4,17,17
Power is estimated from default activity; no workload was simulated.
