### /design/flow/design.v
module alu ( input [63:0] in1, in2, input [2:0] ALUControl,
             output reg [63:0] out, output reg zero
            );
    assign zero = ~|out;
    always @(*) begin
        if (ALUControl == 3'b010) begin
            out <= in1 + in2;
        end
        else begin
            out <= in1 - in2;
        end
    end
endmodule
module alu_decoder(input [5:0] func, input [1:0] ALUOp, output reg [2:0] ALUControl);
    always @(*) begin
        if (ALUOp == 2'b00) begin
            ALUControl = 3'b010;
        end
        else if (ALUOp == 2'b01) begin
            ALUControl = 3'b110;
        end
        else begin
            if (func == 6'b100000) begin
                ALUControl = 3'b010;
            end
            else 
                ALUControl = 3'b110;
        end
    end
endmodule
module controller(input clk, reset, zero, 
                  input [5:0] op, funct, 
                  output PCEn, IorD, MemWrite, IRWrite,  PCWrite, MemtoReg, RegDst, branch, PCSrc, ALUSrcA, RegWrite,
                  output [2:0] ALUControl, 
                  output [1:0] ALUSrcB
                );
        wire [1:0] ALUOp;
    main_decoder md(clk, reset, op, MemtoReg, RegDst, IorD, PCSrc, ALUSrcB, ALUSrcA, IRWrite, MemWrite, PCWrite, branch, RegWrite, ALUOp);
    alu_decoder ad(.func(funct), .ALUOp(ALUOp), .ALUControl(ALUControl));
    assign PCEn = (branch & zero) | PCWrite;
endmodule
module datapath(input clk, reset,
                input PCEn, IorD, MemWrite, IRWrite, PCWrite, MemtoReg, 
                RegDst, branch, PCSrc,
                input [2:0] ALUControl,
                input [1:0] ALUSrcB,
                input ALUSrcA, RegWrite, 
                input [63:0] readdata,
                output [63:0] instr,
                output zero,
                output [63:0] writedata, memaddr
                );
    wire [63:0] nextpc, pc, ALUOut, data, wd3, rd1, rd2, A, B, SrcA, SrcB, ext_immediate, shft_immediate;
    wire [4:0] a3;
    dff_en #(64) pc_reg(clk, reset, PCEn, nextpc, pc);
    mux2 #(64) addr_mux(pc, ALUOut, IorD, memaddr);
    dff_en #(64) instr_reg(clk, reset, IRWrite, readdata, instr);
    dff #(64) data_reg(clk, readdata, data);
    mux2 #(5) muxa3(instr[20:16], instr[15:11], RegDst, a3);
    mux2 #(64) muxwd3(ALUOut, data, MemtoReg, wd3);
    regfile rf(.clk(clk), .we3(RegWrite), .ra1(instr[25:21]), .ra2(instr[20:16]), .wa3(a3), .wd3(wd3), .rd1(rd1), .rd2(rd2));
    dff #(64) A_reg(clk, rd1, A);
    dff #(64) B_reg(clk, rd2, B);
    assign writedata = B;
    mux2 #(64) mux_srcA(pc, A, ALUSrcA, SrcA);
    sign_extend se(.in(instr[15:0]), .out(ext_immediate));
    sl2 sl(.in(ext_immediate), .out(shft_immediate));
    mux4 #(64) mux_srcB(B, 64'b100, ext_immediate, shft_immediate, ALUSrcB, SrcB);
    wire [63:0] ALUResult;
    alu alu_inst(.in1(SrcA), .in2(SrcB), .ALUControl(ALUControl), .out(ALUResult), .zero(zero));
    dff #(64) alu_reg(clk, ALUResult, ALUOut);
    mux2 #(64) mux_nextpc(ALUResult, ALUOut, PCSrc, nextpc);
endmodule
module dff #(parameter WIDTH = 64) (input clk, input [WIDTH - 1: 0] d, output reg [WIDTH - 1: 0] q);
always @(posedge clk) begin
    q <= d;
end
endmodule
module dff_en #(parameter WIDTH = 64) (input clk, reset, en, input [WIDTH - 1: 0] d, output reg [WIDTH - 1: 0] q);
always @(posedge clk) begin
    if (reset) begin
        q <= 'd0;
    end
    else begin
        if (en) begin
            q <= d;
        end
        else begin
            q <= q;
        end
    end
end
endmodule
module main_decoder(input clk, reset, input [5:0] op, output reg MemtoReg, RegDst, IorD, PCSrc, output reg [1:0] ALUSrcB, output reg ALUSrcA, IRWrite, MemWrite, PCWrite, branch, RegWrite, output reg [1:0] ALUOp);
integer state, next_state;
parameter S0 = 'd0;          
parameter S1 = 'd1;          
parameter S2 = 'd2;          
parameter S3 = 'd3;          
parameter S4 = 'd4;          
parameter S5 = 'd5;          
parameter S6 = 'd6;          
parameter S7 = 'd7;          
parameter S8 = 'd8;          
parameter S9 = 'd9;          
parameter S10 = 'd10;        
always @(posedge clk) begin
    if (reset) begin
        state <= S0;
    end
    else begin
      state <= next_state;
    end
end
always @(*) begin
    case (state)
        S0: begin
            IorD <= 1'b0;
            ALUSrcA <= 1'b0;
            ALUSrcB <= 2'b01;
            ALUOp <= 2'b00;
            PCSrc <= 1'b0;
            IRWrite <= 1'b1;
            PCWrite <= 1'b1;
            RegWrite <= 1'b0;
            MemWrite <= 1'b0;
        end
        S1: begin
            ALUSrcA <= 1'b0;
            ALUSrcB <= 2'b11;
            ALUOp <= 2'b00;
            IRWrite <= 1'b0;
            PCWrite <= 1'b0;
        end
        S2: begin
            ALUSrcA <= 1'b1;
            ALUSrcB <= 2'b10;
            ALUOp <= 2'b00;
        end
        S3: begin
            IorD <= 1'b1;
        end
        S4: begin
            RegDst <= 1'b0;
            MemtoReg <= 1'b1;
            RegWrite <= 1'b1;
        end
        S5: begin
            IorD <= 1'b1;
            MemWrite <= 1'b1;
        end
        S6: begin
            ALUSrcA <= 1'b1;
            ALUSrcB <= 2'b00;
            ALUOp <= 2'b10;
        end
        S7: begin
            RegDst <= 1'b1;
            MemtoReg <= 1'b0;
            RegWrite <= 1'b1;
        end
        S8: begin
            ALUSrcA <= 1'b1;
            ALUSrcB <= 2'b00;
            ALUOp <= 2'b01;
            PCSrc <= 1'b1;
            branch <= 1'b1;
        end
        S9: begin
            ALUSrcA <= 1'b1;
            ALUSrcB <= 2'b10;
            ALUOp <= 2'b00;
        end
        S10: begin
            RegDst <= 1'b0;
            MemtoReg <= 1'b0;
            RegWrite <= 1'b1;
        end
    endcase
end
always @(state or op) begin
    next_state = S0;
    case (state) 
        S0: 
            next_state = S1;
        S1: 
            if (op == 6'b100011 || op == 6'b101011) begin
                next_state = S2;
            end
            else if (op == 6'b000000) begin
                next_state = S6;
            end
            else if (op == 6'b000100) begin
                next_state = S8;
            end
            else if (op == 6'b001000) begin
                next_state = S9;
            end
            else begin
                next_state = 6'bxxxxxx;
            end
        S2: 
            if (op == 6'b100011) begin
                next_state = S3;
            end
            else begin
                next_state = S5;
            end
        S3: 
            next_state = S4;
        S4: 
            next_state = S0;
        S5:
            next_state = S0;
        S6: 
            next_state = S7;
        S7:
            next_state = S0;
        S8:
            next_state = S0;
        S9:
            next_state = S10;
        S10:
            next_state = S0;
        default:
            next_state = 6'bxxxxxx;
    endcase
end
endmodule
module mips(input clk, reset, 
            output MemWrite,
            output [63:0] memaddr, writedata, instr,
            input [63:0] readdata
            );
        wire zero, MemtoReg, ALUSrc, PCSrc, RegDst, RegWrite;
        wire [2:0] ALUControl;
        wire [1:0] ALUSrcB;
        controller c(clk, reset, zero, instr[31:26], instr[5:0], PCEn, IorD, MemWrite, IRWrite, PCWrite, MemtoReg, RegDst, Branch, PCSrc,  ALUSrcA, RegWrite, ALUControl, ALUSrcB);
        datapath d(clk, reset, PCEn, IorD, MemWrite, IRWrite, PCWrite, MemtoReg, RegDst, Branch, PCSrc, ALUControl, ALUSrcB, ALUSrcA, RegWrite, readdata, instr, zero, writedata, memaddr);
endmodule
module mux2 #(parameter WIDTH = 8) (input [WIDTH - 1 : 0] in1, in2,
                                input sel,
                                output [WIDTH - 1 : 0] out  
                    );
    assign out = (sel) ? in2 : in1;
endmodule
module mux4 #(parameter WIDTH = 8) (input [WIDTH - 1 : 0] in1, in2, in3, in4,
                                input [1:0] sel,
                                output [WIDTH - 1 : 0] out  
                    );
    assign out = (sel == 2'b00) ? in1 : (sel == 2'b01) ? in2 : (sel == 2'b10) ? in3 : in4;
endmodule
module regfile(input clk, we3, 
               input [4:0] ra1, ra2, wa3,
               input [63:0] wd3, 
               output [63:0] rd1, rd2
                );
    reg [63:0] REG [31:0];
    always @(posedge clk) begin
        if (we3) begin
            REG[wa3] <= wd3;
        end
    end
    assign rd1 = (ra1 != 0) ? REG[ra1]: 0;
    assign rd2 = (ra2 != 0) ? REG[ra2]: 0;
endmodule
module sign_extend(input [15:0] in, output [63:0] out);
    assign out = {{48{in[15]}}, in};
endmodule
module sl2(input [63:0] in, output [63:0] out);
    assign out = (in << 2);
endmodule
### /design/flow/run.sh
#!/bin/bash
# OpenROAD 26Q1-2900-gdf79404cd8, Yosys 0.63+post, stock flow scripts
make -C /OpenROAD-flow-scripts/flow DESIGN_CONFIG=/design/flow/config.mk WORK_HOME=/design/flow/orfs finish
### /design/flow/config.mk
export PLATFORM = sky130hd
export DESIGN_NAME = mips
export DESIGN_NICKNAME = mips
export VERILOG_FILES = /design/flow/design.v
export SDC_FILE = /design/flow/constraint.sdc
export NUM_CORES = 4
export LEC_CHECK = 1
export CORE_UTILIZATION = 30
### /design/flow/constraint.sdc
current_design mips

set clk_period 35.6
set clk_io_pct 0.2

create_clock -name clk0 -period $clk_period [get_ports {clk}]

set non_clock_inputs [all_inputs -no_clocks]
set_input_delay [expr $clk_period * $clk_io_pct] -clock clk0 $non_clock_inputs
set_output_delay [expr $clk_period * $clk_io_pct] -clock clk0 [all_outputs]
==> impl_metrics.py <==
# Auto-generated metrics
metrics = {
    "sta": {
        "fin_crit_sh_pct": 27.4,
        "unclocked_regs": 12,
        "layout_setup_ws_ns": 25.84,
        "slew_headroom_pct": 11.6,
        "finalHoldViolations": 0,
        "fmax_ghz": 0.102,
        "tns_ns": 0,
        "setup-violations-final": 0,
        "skew_ns": 0.125,
        "period_minus_slack_ns": 9.76,
        "unconstrained_endpoints": 13,
        "drv_slew": 0,
        "worst_slew_pin_slew_ns": 1.32,
        "rsz0062_at_grt": "no",
        "holdWs_ns": 0.483,
    },
    "grt": {
        "antenna_found_initial": 18,
        "grt_overflow": 0,
        "grt_max_degree": 84,
        "grt_usage_pct": 21.7,
        "grt_pass1_wl_um": 552000,
        "grt_pass1_vias": 74488,
    },
    "finish": {
        "post-route-util_pct": 34.7,
        "fin_area_sq_mm": 0.132,
        "areaGrowthSynthToFinish_pct": 15.3,
        "fillers": 34807,
        "ff_latch_area_sq_mm": 0.0696,
        "comb_area_sq_mm": 0.0425,
        "drive_gt1_share_pct": 28.2,
    },
    "power": {
        "power.clock.fraction_pct": 40.6,
        "leakage_nw": 41.6,
        "combPwrFrac_pct": 9.9,
        "peakVddDrop_uv": 47.4,
        "netSwitchingFraction_pct": 24.6,
        "power.density_mw_per_mm2": 50.0,
        "sequentialPowerShare_pct": 49.5,
        "power.internal_mw": 4.96,
        "switchingPower_mw": 1.62,
    },
    "run_status": {
        "status": "complete, no violations",
    },
    "cts": {
        "cts_setup_buffers": 0,
        "post_cts_resized": 0,
        "cts_hold_buf": 0,
        "cts_root_buf": "clkbuf_16",
        "clk_latency_ns": 0.98,
        "numCtsBuffers": 248,
        "htreeDepth": 4,
        "cts.clk_slew.worst_paths_ns": 0.07,
        "tritoncts": "done",
        "cts.path.max_buffers": 4,
    },
    "setup_path": {
        "crit_buf_inv": 2,
        "path_delay_family": "simple AND/OR/NAND/NOR gates",
        "slowest_delay_ns": 0.65,
        "critPathKind": "register to register",
        "end_kind": "register",
        "cp_max_fo": 40,
        "cp.required_ns": 36.37,
        "start_kind": "register",
        "worstPathArrival_ns": 10.54,
        "cp_slowest_cell": "buf_4",
    },
    "route": {
        "drc": 0,
        "vias": 68428,
        "vias_per_cell": 5.59,
        "route.detailed.wl_per_inst_um": 32.2,
        "drt_iter0_drc": 4838,
        "first_pass_iters": 6,
        "routed_wirelength_um": 394000,
        "final_antenna_net_count": 0,
    },
    "synth": {
        "synth.avg_cell_area_sq_um": 16.9,
        "syn_area_sq_mm": 0.114,
        "synth_cell_type_count": 74,
        "synth.ff_latch_count": 2455,
        "area_leaders": "edfxtp_1 54%, mux4_2 19%, dfxtp_1 6.9%, mux2i_1 4.1%, mux2_2 3.7%",
        "top_area_cell": "edfxtp_1",
        "syn_inst": 6739,
        "ys.flop_type": "edfxtp_1",
        "edf_count": 2048,
        "top_cell_area_share_pct": 53.9,
        "synthArstFlopShare_pct": 0,
        "ys_cells": 6739,
        "synth-area-yosys_sq_mm": 0.114,
        "ys_warn_count": 13,
    },
    "floorplanning": {
        "chip_area_sq_mm": 0.383,
        "ioPinCount": 259,
        "row_count": 226,
        "fp_util_pct": 30.1,
        "dieHeight_um": 619,
        "core_sq_mm": 0.379,
        "die_x_um": 619,
    },
    "placement": {
        "pre_cts_ws_ns": 25.86,
        "port_buffers": 258,
        "post-dp-hpwl_um": 249000,
        "finalWeightedCongestion": 0.922,
        "post_dp_cell_area_sq_mm": 0.123,
    },
    "job": {
        "maxCapViolCount": 0,
        "tool_warnings": 26,
    },
    "worst_hold_path": {
        "holdCritPathClass": "register to register",
    },
}
cells in the final DEF (no fill, tap or decap), types with 224 or more instances in the layout:
cell             Yosys  routed
edfxtp_1          2048    2048
mux4_2             976     976
mux2i_1            467     467
dfxtp_1            395     385
mux2_2             375     375
nor2_1             399     365
clkdlybuf4s50_1      0     257
clkbuf_16            0     252
a21oi_1            240     239
buf_4                0     224
worst register-to-register path, delay by kind of cell, from the launching register on:
family / cells / cell delay, ns
fa+ha+maj: 1 / 0.44
xor+xnor: 1 / 0.49
simple gates: 12 / 3.93
compound gates: 8 / 2.58
flops: 1 / 0.35
buf+inv: 2 / 1.11
mux: 2 / 0.64
metal layers:
layer	routed length [um]	share of wire (%)	track usage, %	vias to the layer above
li1	-	-	-	28289
met1	120000	31	22.0	34239
met2	178000	45	32.1	4910
met3	73500	19	17.9	953
met4	20200	5.1	8.76	37
met5	1250	0.32	3.24	-
power by group through the flow:
stage | registers [mW] | logic (mW) | clock network (mW)
4_1_cts | 3.25 | 0.647 | 2.70
5_1_grt | 3.26 | 0.693 | 2.80
6_report | 3.26 | 0.653 | 2.67
final cells by class:
cell class,count,area share [%]
Clock inverter,129,1.06
Clock buffer,332,5.22
Multi-Input combinational cell,3711,32.3
Tap cell,5016,4.77
Timing Repair Buffer,493,3.41
Inverter,58,0.166
Antenna cell,38,0.0723
Sequential cell,2455,53.0
cells in the mapped netlist (all sizes together), types with 27 or more instances:
cell type  count
mux2         381
inv           58
a21oi        240
a22o          27
buf          139
edfxtp      2048
mux2i        467
o22ai        108
clkbuf       376
ha            62
nand2        184
dfxtp        395
a211o         47
nor2         399
a221oi        89
o221ai        74
xor2          38
xnor2         58
nand4         34
nor3          89
mux4         976
o21ai        156
cells by family (layout without fill, tap and decap cells):
kind of cell | count (synthesis) | count (layout) | share of synthesized area (%)
and+or+nand+nor | 839 | 839 | 3.29
buffers and inverters | 573 | 1012 | 1.98
muxes | 1824 | 1824 | 27.1
latches | 12 | 12 | 0.158
DFF | 2443 | 2443 | 60.9
adders and majority gates | 63 | 63 | 0.698
other | 0 | 38 | 0
xor gates and xnor gates | 96 | 96 | 0.737
AOI/OAI and AO/OA | 889 | 889 | 5.15
per-stage QoR:
step	instances	power (mW)
final	12232	6.58
after global routing	12213	6.75
after CTS	12194	6.60
after detailed placement	11733	3.96
after global placement	11733	3.96
after floorplan	6739	3.63
worst paths after layout:
check | startpoint | to | slack, ns | cells after the start
min | c.md.state[5] | c.md.state[10] | 0.48 | 1
min reg2reg | c.md.state[5] | c.md.state[10] | 0.48 | 1
max | d.instr_reg.q[4] | d.pc_reg.q[14] | 25.84 | 26
max reg2reg | d.instr_reg.q[4] | d.pc_reg.q[14] | 25.84 | 26
sequential cells by signal, summed over array words and instances (netlist names), 2 cells and up:
register       flops
d.B_reg.q         64
d.data_reg.q      64
d.instr_reg.q     64
d.pc_reg.q        64
d.alu_reg.q       64
d.A_reg.q         64
d.rf.REG        2048
c.md.ALUOp         2
c.md.state        11
c.md.ALUSrcB       2
Power figures rest on the tool's default switching activity, not on a simulated workload.
